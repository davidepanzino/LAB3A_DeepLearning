--- /design/flow/run.sh ---
#!/bin/bash
# OpenROAD 26Q1-2900-gdf79404cd8, Yosys 0.63+post, stock flow scripts
make -C /OpenROAD-flow-scripts/flow DESIGN_CONFIG=/design/flow/config.mk WORK_HOME=/design/flow/orfs finish
--- /design/flow/design.v ---
module MAC #(parameter int_part=3, fract_part=5)(
    input logic signed [int_part+fract_part-1:0] a,
    input logic signed [int_part+fract_part-1:0] b,
    input logic signed [int_part+fract_part-1:0] c,
    output logic signed [int_part+fract_part-1:0] mac
);
    logic signed [2*(int_part+fract_part)-1:0] mult;  
    logic signed [2*(int_part+fract_part) : 0] temp_mac, temp_c;  
    assign mult = a*b;
    assign temp_c = c<<fract_part;
    assign temp_mac = mult + temp_c;
    assign mac = {temp_mac[2*(int_part+fract_part)], temp_mac[int_part+2*fract_part-2:fract_part]};    
endmodule
--- /design/flow/config.mk ---
export PLATFORM = sky130hd
export DESIGN_NAME = MAC
export DESIGN_NICKNAME = MAC
export VERILOG_FILES = /design/flow/design.v
export SDC_FILE = /design/flow/constraint.sdc
export NUM_CORES = 4
export LEC_CHECK = 1
export CORE_UTILIZATION = 40
--- /design/flow/constraint.sdc ---
current_design MAC

set clk_period 8.4
set clk_io_pct 0.2

create_clock -name clk0 -period $clk_period

set non_clock_inputs [all_inputs -no_clocks]
set_input_delay [expr $clk_period * $clk_io_pct] -clock clk0 $non_clock_inputs
set_output_delay [expr $clk_period * $clk_io_pct] -clock clk0 [all_outputs]
==> results_slide.txt <==
Implementation Results

Global route
  • Vias in the first global route: 1,918
  • Initial antenna violation count: 0
  • First-pass GRT wire length: 8590 um
  • GRT Total Usage: 16.2%
  • Total gr overflow: 0
  • Largest net degree at the start of global routing: 9

Synthesis
  • Yosys Instances: 282
  • Seq share, synth: 0%
  • Cell taking the most area after synthesis: fa_1
  • Synth warnings: 0
  • Max-area cell share: 49.8%
  • Synth cell types: 26
  • Cell area after synthesis: 2660 sq um
  • Yosys chip area: 2660 sq um
  • Syn avg cell area: 9.42 sq um
  • Post-Synthesis Cells: 282
  • Largest cells by area: fa_1, ha_1, inv_1

Final timing
  • Hold Vio Cnt, Final: 0
  • RSZ-0062 raised after global routing: true
  • Measured slew at the worst slew-check pin: 344 ps
  • Final slew viol count: 0
  • Fin crit share: 97.5%
  • Relative slew margins: 77.0%
  • FMAX: 0.122 GHz
  • Final Critical Period: 8190 ps
  • Finish-stage setup viols: 0

Worst setup path
  • Crit. Startpoint: a[7]
  • Largest fanout on the critical path: 6
  • Slowest CP cell: fa_1
  • Crit path DAT: 6510 ps
  • Worst setup path end: mac[6]
  • Slowest cell delay on critical path: 520 ps
  • CP endpoint kind: primary output
  • Req. time, crit path: 6720 ps
  • CP startpoint kind: input port
  • Kind of critical path: input port to primary output
  • CP Cell Sequence: clkdlybuf4s50_1 -> buf_4 -> nand2_1 -> buf_4 -> fa_1 -> inv_1 -> fa_1 -> fa_1 -> inv_1 -> fa_1 -> inv_1 -> ha_1 -> ha_4 -> inv_1 -> or4b_1 -> o2111ai_1 -> clkdlybuf4s50_1

Finish
  • Fillers: 601
  • Most frequent logic cell in the layout: inv_1
  • FF/Latch Area: 0 sq um
  • Post-Layout Cell Count: 406
  • Top cells excl fill/tap: inv_1, fa_1, ha_1, and2_1, clkdlybuf4s50_1
  • # clk buffers: 0
  • Seq_cells: 0
  • Logic area: 2390 sq um
  • Final instance area: 3230 sq um
  • P&R area growth vs syn: 21.8%
  • Layout cells sized above 1: 7.60%

Die
  • Die Y: 83.5 um
  • Die width: 83.5 um
  • Row count: 29
  • FP Util: 41.6%
  • Core footprint: 6390 sq um
  • Io pins: 32
  • Full die area: 6970 sq um

Pwr
  • Seq pwr share: 0%
  • Power Dens Cells: 315 nW/um^2
  • Switching Share: 43.3%
  • Combinational Power Share: 100.0%
  • Internal power: 578 uW
  • Leak Pwr: 1.70 nW
  • Worst VDD drop: 0.000391 V
  • Psw: 441 uW
  • Clk pwr share: 0%

Drt
  • Vias/cell: 4.64
  • Residual DRC: 0
  • ANT nets after route: 0
  • Drt first pass iters: 3
  • Average wire per standard cell: 11.9 um
  • # diodes: 0
  • DRC violation total after the first TritonRoute iteration: 34
  • Routed vias: 1,883
  • Post-Route WL: 4830 um

Worst hold path
  • Worst Hold Class: input port to primary output
  • HP Start: c[2]

Job
  • Max Cap Viol: 0
  • Tool warnings: 33

Place
  • Dpl cell area: 3180 sq um
  • I/O Buffers: 32
  • Placer Congestion: 0.845
  • DP Cell Count: 405
  • DP HPWL: 4510 um

Run status
  • Status: complete, no violations

Clock network
  • Hold buffer count at cts: 0
cells by family (layout without fill, tap and decap cells):
group,Yosys count,count (layout),share of synthesized area (%)
simple gates,73,73,14.1
buf+inv,78,125,11.0
xor+xnor,11,11,3.63
compound gates,19,19,4.95
fa+ha+maj,101,101,66.3
worst max-delay path: cells and delay by family:
| kind | cells | cell delay [ps] |
|---|---|---|
| fa+ha+maj | 6 | 2610 |
| buf+inv | 8 | 1500 |
| simple gates | 2 | 600 |
| compound gates | 1 | 100 |
layout make-up:
cell class                      count  area share (%)
Tap cell                           77            2.98
Inverter                           77            8.94
Timing Repair Buffer               48            14.2
Multi-Input combinational cell    204            73.9
power by group through the flow:
stage,registers [mW],clock network (mW),logic (mW)
CTS,0,0,1.02
global route,0,0,1.18
finish,0,0,1.02
repair_timing:
| action | 4_1_cts | 5_1_grt |
|---|---|---|
| setup buffers | 0 | 1 |
| pin swaps | 0 | 5 |
| gates resized | 2 | 13 |
| setup endpoints to repair | 1 | 3 |
stage by stage:
stage / utilization, % / setup slack [ps] / TNS, ps / power, mW / hold WS, ps
2_1_floorplan: - / 1130 / 0 / 0.621 / 3730
3_3_place_gp: 49.8 / -47.2 / -47.2 / 1.01 / 4720
3_5_place_dp: 49.8 / -45.2 / -45.2 / 1.01 / 4720
4_1_cts: 49.9 / 4.54 / 0 / 1.02 / 4730
5_1_grt: 50.6 / -26.8 / -26.8 / 1.18 / 4780
6_report: 50.6 / 210 / 0 / 1.02 / 4700
synthesized netlist by cell type, types with 2 or more instances:
master	instances
ha_1	35
xnor2_1	9
nor2_1	11
o21bai_1	3
nand2_1	22
and3_1	2
inv_1	77
o21ai_0	2
and2_1	32
a21oi_1	6
fa_1	66
nand2b_1	2
xor2_1	2
how the worst min path moves through the flow:
stage             to  slack [ps]  cells after the start
CTS           mac[3]        4730                      5
global route  mac[3]        4780                      5
finish        mac[3]        4700                      5
per-layer routing:
metal	GRT usage (%)	up-vias	routed length, um
met1	26.3	928	2200
met4	0	0	0
met2	27.8	19	2540
li1	-	936	-
met5	0	-	0
met3	0.703	0	90
Power is estimated from default activity; no workload was simulated.
