--- flow/design.v ---
module FSM_parallel #(parameter Width = 8, N = 4, M = 3)(
	input logic clk,    
	input logic rst_n,
	output logic [$clog2(M)-1:0] cnt_out,
	output logic load_enable
);
logic [$clog2(M)-1:0] cnt, next_cnt;
enum logic [1:0] {idle = 2'b00, computing = 2'b01, done = 2'b10} current_state, next_state;
always_ff @(posedge clk, negedge rst_n) begin
	if(!rst_n) begin
		cnt <= 0;
		current_state <= idle;
	end else begin
		cnt <= next_cnt;
		current_state <= next_state;
	end
end
always_comb begin 
	case (current_state)
		idle: next_state = computing;
		computing: next_state = (cnt < M) ? computing : done;
		done: next_state = idle;
		default : next_state = idle;
	endcase
end
always_comb begin 
	next_cnt = (next_state == computing)? cnt + 1 : 0;
	load_enable = (current_state == idle && next_state == computing)? 1 : 0;
end
assign cnt_out = cnt;
endmodule
--- flow/run.sh ---
#!/bin/bash
# OpenROAD 26Q1-2900-gdf79404cd8, Yosys 0.63+post, stock flow scripts
make -C /OpenROAD-flow-scripts/flow DESIGN_CONFIG=/design/flow/config.mk WORK_HOME=/design/flow/orfs finish
--- flow/config.mk ---
export PLATFORM = sky130hd
export DESIGN_NAME = FSM_parallel
export DESIGN_NICKNAME = FSM_parallel
export VERILOG_FILES = /design/flow/design.v
export SDC_FILE = /design/flow/constraint.sdc
export NUM_CORES = 4
export LEC_CHECK = 1
export CORE_AREA = 10 10 70 70
export DIE_AREA = 0 0 80 80
--- flow/constraint.sdc ---
current_design FSM_parallel

set clk_period 1.0
set clk_io_pct 0.2

create_clock -name clk0 -period $clk_period [get_ports {clk}]

set non_clock_inputs [all_inputs -no_clocks]
set_input_delay [expr $clk_period * $clk_io_pct] -clock clk0 $non_clock_inputs
set_output_delay [expr $clk_period * $clk_io_pct] -clock clk0 [all_outputs]
==> changes_impl.md <==
### Changed

* CTS Buf Count at 3
* GR Overflow Total at 0
* IO Port Bufs at 4
* CP arrival at roughly 1200 ps
* Tot Pwr at ~0.00045 W
* Final setup fails at 2
* Global-route wire length before repair at 752 µm
* Power Density at around 1300 mW/mm²
* FP Rows at 21
* TritonCTS clock tree: done
* Tool warning count at 27
* Critical Path RT at 800 ps
* Met3 usage at about 1.8%
* Final Non-Filler Cells at a little over 70
* Yosys warns at 1
* Number of remaining DRC errors at 0
* Syn Area/Cell at about 15 µm²
* Detail-routed via count per cell at 1.96
* Leak at approximately 0.16 nW
* Crit path max-delay cell type: dfrtp_1
* Worst path bufs/invs at 1
* Layout Skew at 1.30 ps
* Crit path largest cell delay at 380 ps
* M1 GR Usage at around 2.3%
* Fp util at between 5 and 6%
* Initial antenna violation count at 0
* CTS sink count at 5
* Die X at approximately 80 µm
* Max-cap viol count at 0
* Synth Cell Area at slightly below 200 µm²
* Post-synth seq share at roughly 65%
* Largest net degree at the start of global routing at 6
* Worst VDD drop at 0.000573 V
* Ys cells at 13
* Min Hold Slack at ~180 ps
* CP endpoint kind: output port
* Netlist cell types at 9
* Clock Path Buffers at 2
* CP max FO at 2
* Synth Instances at 13
* Core area at roughly 0.0034 mm²
* Total routed wirelength at between 400 and 500 µm
* Die Y at 80 µm
* Run status: finished, violations left
* Peak Freq at between 700 and 800 MHz
* Tcrit/Tclk final at 137%
* Fin. Hold Viols at 0
* Reg clk slew, reported paths at about 40 ps
* Min Tclk post-route at ~1400 ps
* Hold Crit Class: primary input to asynchronous set/reset pin
* Top cell excl fill/tap: dfrtp_1
* CP Class: flop to output port
* Root Driver: clkbuf_4
* Met2 Use GR at about 1.3%
* All-Layer GR Usage at under 10%
* Drt pass-1 iters at 2
* Top Usage Layer GRT: met1
* Area figure in the yosys stat output at 195 µm²
* Crit path launch type: flop
* DR WL/cell at between 6 and 7 µm
* Area grow syn2layout at 76.3%
* Fin worst setup slack at -368 ps
* Number of global-route vias before repair at roughly 160
* Worst-margin pin slew at roughly 230 ps
* Flops after synth at 5
* Vias at approximately 140
* Most common logic cells in the final layout: dfrtp_1 (4), clkbuf_4 (3), buf_4 (3)
* Clk latency late pin at 240 ps
* Ant diodes at 0
* Final slew viol count at 0
* Die footprint at about 0.0064 mm²
* Placed Cells incl. Taps at 66
* Detailed Route Iter0 Violations at 1
* Number of routed nets with antenna violations at 0
* Max transition margin at a little over four fifths
* Layout cells sized above 1 at 56.0%
* CTS H-tree depth at 1
* Ports at 5
* CP cell instances: ha_2 > and2_4 > nor2b_2 > buf_2
* Failing checks: setup timing
* Final Wtd Congestion at ~0.68
* Critical path's top delay family: flip-flops
* RSZ-0062 raised after global routing: yes
## area by class of cell
| class | count | area, µm² |
|---|---|---|
| fill | 402 | 3070 |
| sequential | 5 | 126 |
| multi-input combinational | 8 | 71.3 |
| timing repair buffer | 8 | 62.6 |
| tap | 46 | 57.6 |
| clock buffer | 4 | 26.3 |
## Yosys cell counts
| master | count | area share, % |
|---|---|---|
| a21boi_1 | 1 | 3.8 |
| a21oi_1 | 1 | 2.6 |
| and2_4 | 1 | 4.5 |
| dfrtp_1 | 4 | 51 |
| dfstp_2 | 1 | 13 |
| ha_1 | 1 | 6.4 |
| nand2b_1 | 2 | 6.4 |
| nand2b_4 | 1 | 7.0 |
| nor2b_2 | 1 | 4.5 |
## repair_timing
| item | in CTS | in global routing |
|---|---|---|
| endpoints found under the setup margin | 3 | 4 |
| gates resized | 9 | 0 |
| buffers inserted | 1 | 0 |
| endpoints found under the hold margin | 0 | 0 |
| hold buffers | 0 | 0 |
| gates cloned | 0 | 0 |
## metal layers
metal  vias to the layer above  wire length, µm  share of wire, %
met5                         -                0                 0
met3                         2               67                15
li1                         68                -                 -
met4                         0                8               1.8
met1                        60              252                57
met2                         9              114                26
## worst paths after layout
check	start	end	slack, ps	cells after the start
max in group asynchronous	rst_n	current_state[0]	570	1
worst min-delay path	rst_n	current_state[1]	180	1
min in group clk0	current_state[1]	current_state[0]	360	0
worst min register to register	current_state[1]	current_state[0]	360	0
worst max register to register	cnt[0]	cnt[1]	50	3
worst max-delay path	cnt[0]	load_enable	-370	4
## through the flow
step / worst slack, ps / setup TNS, ps / cell area [µm²] / util, %
2_1_floorplan: 49.8 / 0 / 195 / -
5_1_grt: -414 / -783 / 344 / 10.1
4_1_cts: -375 / -684 / 344 / 10.1
3_5_place_dp: -509 / -623 / 315 / 9.23
3_3_place_gp: -507 / -604 / 315 / 9.23
6_report: -368 / -659 / 344 / 10.1
## registers in the layout, summed over array words and instances, names as in the netlist
signal,flops
current_state,3
cnt,2
## where the power goes
part / switching, W / internal [W] / leakage, nW / total [W]
clock network: 0.0000869 / 0.000151 / 0.0150 / 0.000238
logic: 0.00000373 / 0.00000348 / 0.0745 / 0.00000720
registers: 0 / 0.000203 / 0.0662 / 0.000203
## cells by family after synthesis
group                    Yosys count  synth area share [%]
AND/OR/NAND/NOR                    5                  22.4
flip-flops                         5                  64.7
AND-OR/OR-AND                      2                  6.41
adder cells (fa/ha/maj)            1                  6.41
No activity file was given, so power comes from the tool's default toggle rates.
